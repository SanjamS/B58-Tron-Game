==> /design/flow/design.v <==
`timescale 1ns / 1ps
module keyboard(
	input CLOCK_50,	 
  	input PS2_CLK,	 
  	input PS2_DATA,
   	output reg [7:0] KEYSTROKE  
   );
	wire [7:0] ARROW_UP = 8'h75;
	wire [7:0] ARROW_DOWN = 8'h72;
	wire [7:0] ARROW_LEFT = 8'h6B;
	wire [7:0] ARROW_RIGHT = 8'h74;
	wire [7:0] W = 8'h1D;
 	wire [7:0] A = 8'h1C;
 	wire [7:0] S = 8'h1B;
 	wire [7:0] D = 8'h23;
	wire [7:0] SPACE = 8'h29;
	reg read;				 
	reg [11:0] count_reading;		 
	reg PREVIOUS_STATE;			 
	reg scan_err;				 
	reg [10:0] scan_code;			 
	reg [7:0] CODEWORD;			 
	reg TRIG_ARR;				 
	reg [3:0]COUNT;				 
	reg TRIGGER = 0;			 
	reg [7:0]DOWNCOUNTER = 0;		 
	initial begin
		PREVIOUS_STATE = 1;		
		scan_err = 0;		
		scan_code = 0;
		COUNT = 0;			
		CODEWORD = 0;
		read = 0;
		count_reading = 0;
		KEYSTROKE = 0;
	end
	always @(posedge CLOCK_50) begin				 
		if (DOWNCOUNTER < 249) begin			 
			DOWNCOUNTER <= DOWNCOUNTER + 1;
			TRIGGER <= 0;
		end
		else begin
			DOWNCOUNTER <= 0;
			TRIGGER <= 1;
		end
	end
	always @(posedge CLOCK_50) begin	
		if (TRIGGER) begin
			if (read)				 
				count_reading <= count_reading + 1;	 
			else 						 
				count_reading <= 0;			 
		end
	end
	always @(posedge CLOCK_50) begin		
	if (TRIGGER) begin						 
		if (PS2_CLK != PREVIOUS_STATE) begin			 
			if (!PS2_CLK) begin				 
				read <= 1;				 
				scan_err <= 0;				 
				scan_code[10:0] <= {PS2_DATA, scan_code[10:1]};	 
				COUNT <= COUNT + 1;			 
			end
		end
		else if (COUNT == 11) begin				 
			COUNT <= 0;
			read <= 0;					 
			TRIG_ARR <= 1;					 
			if (!scan_code[10] || scan_code[0] || !(scan_code[1]^scan_code[2]^scan_code[3]^scan_code[4]
				^scan_code[5]^scan_code[6]^scan_code[7]^scan_code[8]
				^scan_code[9]))
				scan_err <= 1;
			else 
				scan_err <= 0;
		end	
		else  begin						 
			TRIG_ARR <= 0;					 
			if (COUNT < 11 && count_reading >= 4000) begin	 
				COUNT <= 0;				 
				read <= 0;				 
			end
		end
	PREVIOUS_STATE <= PS2_CLK;					 
	end
	end
	always @(posedge CLOCK_50) begin
		if (TRIGGER) begin					 
			if (TRIG_ARR) begin				 
				if (scan_err) begin			 
					CODEWORD <= 8'd0;		 
				end
				else begin
					CODEWORD <= scan_code[8:1];	 
				end				 
			end					 
			else CODEWORD <= 8'd0;				 
		end
		else CODEWORD <= 8'd0;					 
	end
	  always @(posedge CLOCK_50) begin
	    if (CODEWORD == ARROW_UP)
	      KEYSTROKE <= 4'b0000;
	    else if (CODEWORD == ARROW_DOWN)
	      KEYSTROKE <= 4'b0001;
	    else if (CODEWORD == ARROW_LEFT)
	      KEYSTROKE <= 4'b0010;
	    else if (CODEWORD == ARROW_RIGHT)
	      KEYSTROKE <= 4'b0011;
	    else if (CODEWORD == W)
	      KEYSTROKE <= 4'b0100;
	    else if (CODEWORD == S)
	      KEYSTROKE <= 4'b0101;
	    else if (CODEWORD == A)
	      KEYSTROKE <= 4'b0110;
	    else if (CODEWORD == D)
	      KEYSTROKE <= 4'b0111;
	    else if (CODEWORD == SPACE)
	      KEYSTROKE <= 4'b1111;
		end
endmodule
==> /design/flow/run.sh <==
#!/bin/bash
# OpenROAD 26Q1-2900-gdf79404cd8, Yosys 0.63+post, stock flow scripts
make -C /OpenROAD-flow-scripts/flow DESIGN_CONFIG=/design/flow/config.mk WORK_HOME=/design/flow/orfs finish
==> /design/flow/config.mk <==
export PLATFORM = sky130hd
export DESIGN_NAME = keyboard
export DESIGN_NICKNAME = keyboard
export VERILOG_FILES = /design/flow/design.v
export SDC_FILE = /design/flow/constraint.sdc
export NUM_CORES = 4
export LEC_CHECK = 1
export CORE_UTILIZATION = 40
==> /design/flow/constraint.sdc <==
current_design keyboard

set clk_period 4.0
set clk_io_pct 0.2

create_clock -name clk0 -period $clk_period [get_ports {CLOCK_50}]

set non_clock_inputs [all_inputs -no_clocks]
set_input_delay [expr $clk_period * $clk_io_pct] -clock clk0 $non_clock_inputs
set_output_delay [expr $clk_period * $clk_io_pct] -clock clk0 [all_outputs]
==> results_dict.tcl <==
# implementation run metrics
set metrics [dict create \
    dp_hpwl_mm 2.410 \
    max_slew.worst_pin.slew_ps 729.1 \
    netlist_instances 210 \
    p_leak_nw 0.9423 \
    drive_above_1_share 0.05936 \
    grt_overflow 0 \
    drv_slew 0 \
    clockBufferDepth 2 \
    grt_max_degree 19 \
    die_y_um 79.86 \
    whs_path_depth 0 \
    row_count 27 \
    status "complete, no violations" \
    fp_util 0.4272 \
    hold_path_class "reg2reg" \
    reg2reg_to "scan_code[4]" \
    cts_resized 0 \
    edf_count 31 \
    ys_seq_share 0.5573 \
    core-area_mm2 0.005675 \
    r2r_setup_slack_ps 2310 \
    flop_area_mm2 0.001351 \
    synth_area_per_cell_um2 11.55 \
    n_antenna_cell 0 \
    r2r-start "TRIGGER" \
    ir_drop_uv 265.2 \
    ys_async_sr_fraction 0 \
    grt_first_pass_wirelength_mm 6.223 \
    postCtsSetupBuffers 0 \
    setup_tns_ps 0 \
    syn-cell-area_mm2 0.002425 \
    reg2reg_depth 1 \
    io-pin-count 11 \
    post-route-drc-count 0 \
    critPathMaxFanout 11 \
    gp_congestion 0.7988 \
    fmax_mhz 435.5 \
    crit_type "in2reg" \
    cts-root-buf "clkbuf_8" \
    min_from "scan_code[10]" \
    skew_ps 4.819 \
    holdPathEnd "scan_code[9]" \
    cp.arrival_ps 2250 \
    slew_headroom 0.5133 \
    ys_chip_area_mm2 0.002425 \
    drt_iter0_drc 79 \
    track_usage 0.1307 \
    synth_warnings 1 \
    fin_util 0.4621 \
    io_buffers 6 \
    cp.required_ps 3960 \
    ff_type "edfxtp_1" \
    min_period_over_period 0.5741 \
    die_width_um 79.86 \
    cts_buffers 5 \
    wire_per_inst_um 12.20 \
    insertion_delay_ps 300 \
    h-tree-depth 2 \
    cts_tree "built" \
    grt_pass1_vias 1319 \
    drt_pass1_iterations 4 \
    critPathCaptureType "register" \
    ys_cells 210 \
    synth_flops 52 \
    area_growth_pct 8.153 \
    cts_hold_buf 0 \
    rsz0062_at_grt "no" \
    synth_cell_type_count 46 \
    drt_wl_total_mm 3.550 \
    power.density_mw_per_mm2 331.1 \
    hold_viol 0 \
    antenna_found_initial 0 \
    path_clk_slew_ps 90 \
    setup_violations 0 \
    start_kind "input pin" \
    min_period_ps 2296 \
    via_count 1417 \
    vias_per_cell 4.869 \
    fillers 528 \
    maxCapViolations 0 \
    chipArea_mm2 0.006378 \
    cts_sinks 52 \
    warnings 28 \
    logic_area_um2 978.4 \
    antenna_left 0 \
]
## area by class of cell
class	instances	share of cell area
timing repair buffer	6	0.02290
multi-input combinational	139	0.3731
tap	72	0.03435
inverter	14	0.02004
sequential	52	0.5153
clock inverter	3	0.008111
clock buffer	5	0.02624
## stage by stage
step | power, mW | cell area (µm²) | std cells | hold slack (ps) | worst slack, ps
3_5_place_dp | 0.5791 | 2532 | 283 | 446.8 | 1360
5_1_grt | 0.9032 | 2623 | 291 | 498.9 | 1629
2_1_floorplan | 0.5790 | 2436 | 213 | 418.0 | 2009
6_report | 0.8684 | 2623 | 291 | 470.8 | 1704
4_1_cts | 0.8836 | 2623 | 291 | 477.0 | 1705
3_3_place_gp | 0.5791 | 2532 | 283 | 445.2 | 1365
## worst max-delay path, stage by stage
cell and delay (ps):
clkdlybuf4s50_1 440, ha_1 410, nor2_1 160, and2_1 440
## flip-flops by register name, summed over array words and instances (netlist names)
signal and cells:
DOWNCOUNTER 8, scan_code 11, read 1, PREVIOUS_STATE 1, CODEWORD 8, TRIGGER 1
TRIG_ARR 1, KEYSTROKE 4, count_reading 12, COUNT 4, scan_err 1
## worst max path at each step
stage     startpoint      endpoint  slack, ps  cells after the start
6_report     PS2_CLK  scan_code[4]       1700                      4
5_1_grt      PS2_CLK  scan_code[4]       1630                      4
4_1_cts      PS2_CLK  scan_code[2]       1700                      4
## logic make-up (layout without fill, tap and decap cells)
group / count (synthesis) / after routing / synth area share
AND-OR/OR-AND: 22 / 22 / 0.07740
XOR/XNOR: 24 / 24 / 0.09236
adder cells (fa/ha/maj): 6 / 6 / 0.03096
buffers and inverters: 22 / 28 / 0.04386
flip-flops: 52 / 52 / 0.5573
other: 1 / 4 / 0.001547
AND/OR/NAND/NOR: 83 / 83 / 0.1966
## cells in the mapped netlist, types with 2 or more instances
| cell type | instances | area (µm²) |
|---|---|---|
| edfxtp_1 | 31 | 930.9 |
| dfxtp_1 | 21 | 420.4 |
| and2_1 | 20 | 125.1 |
| nor2_1 | 18 | 67.56 |
| inv_1 | 14 | 52.55 |
| xnor2_1 | 13 | 113.9 |
| xor2_1 | 10 | 87.58 |
| nand3_1 | 8 | 40.04 |
| nor2b_1 | 8 | 50.05 |
| ha_1 | 6 | 75.07 |
| nand2_1 | 6 | 22.52 |
| nor3_1 | 5 | 25.02 |
| buf_4 | 4 | 30.03 |
| nor4_1 | 4 | 25.02 |
| a31oi_1 | 3 | 18.77 |
| a21boi_0 | 2 | 15.01 |
| and3_1 | 2 | 12.51 |
| clkbuf_1 | 2 | 7.510 |
| nand2b_1 | 2 | 12.51 |
| nand4_1 | 2 | 12.51 |
| nand4b_1 | 2 | 17.52 |
| o211ai_1 | 2 | 15.01 |
| o311a_1 | 2 | 20.02 |
## per-layer routing
| metal | up-vias | routed length (µm) | track usage |
|---|---|---|---|
| met5 | - | 0 | 0 |
| met4 | 0 | 51 | 0.01786 |
| met3 | 7 | 126 | 0.02668 |
| met2 | 25 | 1415 | 0.1812 |
| met1 | 637 | 1958 | 0.2287 |
| li1 | 748 | - | - |
## report_power, final
group          internal [mW]  total (mW)  leakage (nW)  switching (mW)
Sequential             0.561       0.561         0.451               0
Combinational        0.00291     0.00565         0.447         0.00275
Clock                  0.124       0.302        0.0445           0.177
Total                  0.688       0.868         0.942           0.180
## cell usage in the layout, fill, tap and decap left out, types with 5 or more instances in the layout
cell             count
nor2_1              18
clkdlybuf4s50_1      6
inv_1               14
nand3_1              8
edfxtp_1            31
and2_1              20
nor3_1               5
xnor2_1             13
ha_1                 6
dfxtp_1             21
nand2_1              6
clkbuf_8             5
xor2_1              10
nor2b_1              8
Power is estimated from default activity; no workload was simulated.
