`/design/flow/design.v`:
```
module scores(KEY, SW, HEX7, HEX6, HEX5, HEX4);
	input [3:0] KEY;  
   input [1:0] SW;  
   output [6:0] HEX7, HEX6, HEX5, HEX4;
	wire [3:0] score1_dig1, score1_dig2, score2_dig1, score2_dig2;
	counter scorep1(SW[0], KEY[3], SW[1], {score1_dig1, score1_dig2});
	counter scorep2(SW[0], KEY[0], SW[1], {score2_dig1, score2_dig2});
   hex_display hexp1_1(score1_dig1, HEX7);
   hex_display hexp1_2(score1_dig2, HEX6);
   hex_display hexp2_1(score2_dig1, HEX5);
   hex_display hexp2_2(score2_dig2, HEX4);
endmodule
module counter(enable, clk, clear_b, out);
	input enable, clk, clear_b;
	output [3:0] out;
	wire w0, w1, w2, w3;
	assign w0 = enable & out[0];
	assign w1 = w0 & out[1];
	assign w2 = w1 & out[2];
	assign w3 = w2 & out[3];
	bit_counter t0(enable, clk, clear_b, out[0]);
	bit_counter t1(w0, clk, clear_b, out[1]);
	bit_counter t2(w1, clk, clear_b, out[2]);
	bit_counter t3(w2, clk, clear_b, out[3]);
endmodule
module bit_counter(in, clk, clear_b, out);
	input clk, clear_b, in;
	output reg out;
	always @ (posedge clk, negedge clear_b) 
	begin
		if (clear_b == 1'b0)
			out <= 1'b0;
		else if (in == 1'b1 && out<9)
			out <= out + 1;
		else if (in == 1'b1 && out==9)
			out <= 0;
	end
endmodule
module hex_display(IN, OUT);
    input [3:0] IN;
	 output reg [7:0] OUT;
	 always @(*)
	 begin
		case(IN[3:0])
			4'b0000: OUT = 7'b1000000;
			4'b0001: OUT = 7'b1111001;
			4'b0010: OUT = 7'b0100100;
			4'b0011: OUT = 7'b0110000;
			4'b0100: OUT = 7'b0011001;
			4'b0101: OUT = 7'b0010010;
			4'b0110: OUT = 7'b0000010;
			4'b0111: OUT = 7'b1111000;
			4'b1000: OUT = 7'b0000000;
			4'b1001: OUT = 7'b0011000;
			default: OUT = 7'b1000000;
		endcase
	end
endmodule
```
`/design/flow/run.sh`:
```
#!/bin/bash
# OpenROAD 26Q1-2900-gdf79404cd8, Yosys 0.63+post, stock flow scripts
make -C /OpenROAD-flow-scripts/flow DESIGN_CONFIG=/design/flow/config.mk WORK_HOME=/design/flow/orfs finish
```
`/design/flow/config.mk`:
```
export PLATFORM = sky130hd
export DESIGN_NAME = scores
export DESIGN_NICKNAME = scores
export VERILOG_FILES = /design/flow/design.v
export SDC_FILE = /design/flow/constraint.sdc
export NUM_CORES = 4
export LEC_CHECK = 1
export CORE_AREA = 10 10 70 70
export DIE_AREA = 0 0 80 80
```
`/design/flow/constraint.sdc`:
```
current_design scores

set clk_period 1.4
set clk_io_pct 0.2

create_clock -name clk0 -period $clk_period [get_ports {KEY}]

set non_clock_inputs [all_inputs -no_clocks]
set_input_delay [expr $clk_period * $clk_io_pct] -clock clk0 $non_clock_inputs
set_output_delay [expr $clk_period * $clk_io_pct] -clock clk0 [all_outputs]
```
==> git commit body <==
Refresh implementation metrics

- Core Util at FP: 23.96%
* Synthesis-to-layout area growth: 56.73%
- The most critical setup path has its startpoint at scorep2.t1.out.
- GR Layer Usage met2: 9.390%
- In the log, the iteration count for the first detailed-route pass is 2.
- Hold-check failures listed in the final report amount to 0.
- Number of maximum-capacitance constraint violations: 0
- The worst setup path is launched from a flip-flop.
- Static timing analysis puts the maximum clock frequency at 0.6283 GHz.
- Lkg Pwr: 0.6014 nW
- Summing over every cut layer, the via total after detailed routing is 690.
- The stage logs contain a warning count of 73.
- Max IR drop VDD: 0.001144 V
- Clk latency of the worst-skew pair: 0.21 ns
* Final setup vio count: 14
- In the global route stage, overall resource usage came out at 6.311%.
* Worst endpoint data arrival time: 1.31 ns
- Entering global routing, the biggest net connects 9 pins.
* Area of the core region: 0.003416 mm2
- Number of nets with antenna violations after routing: 0
* Reg-to-Reg Start: scorep2.t0.out
- The checks that failed: negative setup slack.
- Last weighted congestion value of the routability-driven placer: 0.8204
- Between clock sinks in the finished design, the worst skew comes to 0.000003261 ns.
- Share of the yosys chip area belonging to registers: 24.46%
* Number of global-route vias before repair: 743
* Post-synthesis area per instance: 9.194 um2
- Count of mapped cells out of synthesis: 89
- As logged by OpenROAD, the buffers inserted on ports number 16.
* Setup ws final: -0.1916 ns
- The script computed a power per unit cell area of 2418 mW/mm2.
* Number of placed instances with taps included: 160
- TritonCTS clock tree: done
* Count of standard-cell rows: 21
* Most Crowded Layer GR: met2
- The worst setup path is captured at an output port.
* Final Cycle Share: 113.7%
- The global routing report lists met1 layer usage as 7.973%.
- The timing report gives the worst reg2reg path a setup slack of 0.20 ns.
- Power consumption: 3.101 mW
- In the layout the commonest cells are 14 x conb_1, 14 x buf_2, 13 x buf_6.
- The synthesized netlist occupies a cell area of 818.3 um2.
- Per the Yosys statistics, synthesis produced 89 cells.
* Layout cells sized above 1: 52.71%
* Netlist cell types: 22
- Once detailed placement completed, the half-perimeter wirelength came to 1366 um.
- Fill cell instance count of the final layout: 331
- Post-layout minimum cycle time: 1.592 ns
- Worst r2r path cells: 6
- Total I/O pin count: 34
* Non-filler instance count after layout: 175
- The initial antenna violation count was 0.
- Setup repair after global routing missed its margin: true
- In this run, the number of DRC markers left after iteration 0 of detailed routing was 9.
- In the global route stage, met3 resource usage came out at 3.409%.
* Die Width: 80 um
* Hold_ws: 0.3562 ns
- After detailed routing, the number of remaining DRC violations is 0.
* Wire per inst: 11.39 um
- Num Clock Sinks: 8
- Total of flip-flops plus latches after synthesis: 8
- The critical path maximum fanout is 3.
- Status: finished, violations left
- RR Endpoint: scorep2.t3.out
* Wire length after detailed routing: 1993 um
- Setup Crit Path Kind: flip-flop to output port
- Clock transition time at the flip-flop clock pins of the worst setup and hold paths: 0.03 ns
* First-pass GRT wire length: 3367 um
* Required time at the endpoint of the critical path: 1.12 ns
- Count of synthesis-stage warnings from yosys: 8
- The total overflow left after global routing is 0.
* Hold Path Class: primary input to asynchronous set/reset pin
* Routed vias/inst: 3.943
- Die outline height: 80 um
* Final Max Slew Viols: 0
- The floorplan step defined a die boundary enclosing 0.006400 mm2.
- Yosys synthesis chip area: 818.3 um2
- Final TNS setup: -1.820 ns
- The routed design ends up with an antenna cell count of 0.
[worst max path at each step]
stage / to / slack (ns) / cells past startpoint
CTS: HEX4[3] / -0.21 / 6
global route: HEX4[3] / -0.30 / 6
finish: HEX4[4] / -0.19 / 6
[routing by layer]
| metal | vias up | wire length, um |
|---|---|---|
| li1 | 338 | - |
| met1 | 326 | 891 |
| met2 | 24 | 862 |
| met3 | 2 | 227 |
| met4 | 0 | 12 |
| met5 | - | 0 |
[through the flow]
step | instance area (um2) | setup slack, ns | util, %
finish | 1282 | -0.1916 | 37.55
floorplan | 863.3 | 0.06975 | -
detailed placement | 1054 | -0.3478 | 30.84
global route | 1282 | -0.3042 | 37.55
global placement | 1054 | -0.3355 | 30.84
CTS | 1274 | -0.2102 | 37.29
[cells in the mapped netlist]
| cell type | count | area share (%) |
|---|---|---|
| buf_4 | 16 | 15 |
| ha_1 | 10 | 15 |
| dfrtp_1 | 8 | 24 |
| mux2i_1 | 7 | 8.6 |
| xnor2_1 | 7 | 7.5 |
| inv_1 | 6 | 2.8 |
| nor2_1 | 5 | 2.3 |
| nand2_1 | 4 | 1.8 |
| o22ai_1 | 4 | 3.1 |
| xor2_1 | 3 | 3.2 |
| buf_6 | 2 | 2.8 |
| conb_1 | 2 | 0.92 |
| nand2b_1 | 2 | 1.5 |
| nand3_1 | 2 | 1.2 |
| nand4_1 | 2 | 1.5 |
| nor3b_1 | 2 | 1.8 |
| or2_1 | 2 | 1.5 |
| a21oi_1 | 1 | 0.61 |
| a21oi_2 | 1 | 1.1 |
| buf_2 | 1 | 0.61 |
| nand2b_4 | 1 | 1.7 |
| o22a_1 | 1 | 1.1 |
[state kept, by name (all words and copies together), names as in the netlist]
name	cells
scorep1.t2.out	1
scorep1.t1.out	1
scorep2.t0.out	1
scorep1.t0.out	1
scorep2.t1.out	1
scorep2.t3.out	1
scorep2.t2.out	1
scorep1.t3.out	1
[power by group]
part	switching (mW)	leakage, nW	internal, mW
registers	0.174	0.0928	0.360
logic	0.949	0.481	1.37
clock network	0.0553	0.0276	0.189
total	1.18	0.601	1.92
[final cells by class]
type	instances	area, um2	share of cell area (%)
flip-flops and latches	8	201.4	15.71
inverters	6	27.53	2.146
multi-input cells	68	624.3	48.68
clock buffers	6	45.04	3.512
well taps	46	57.56	4.488
repair buffers	41	326.6	25.46
[worst max-delay path: stages (launching register included)]
cell     delay [ns]
dfrtp_1        0.40
inv_2          0.12
buf_6          0.11
ha_4           0.12
mux2i_1        0.06
o22ai_1        0.17
buf_2          0.12
[logic make-up (layout without fill, tap and decap cells)]
| group | after synthesis | in the layout | share of synthesized area (%) |
|---|---|---|---|
| mux | 7 | 7 | 8.563 |
| compound gates | 7 | 7 | 5.810 |
| simple gates | 20 | 20 | 13.45 |
| xor+xnor | 10 | 10 | 10.70 |
| flops | 8 | 8 | 24.46 |
| other cells | 2 | 14 | 0.9178 |
| fa+ha+maj | 10 | 10 | 15.29 |
| buf+inv | 25 | 53 | 20.79 |
[what timing repair did]
| action | 4_1_cts | 5_1_grt |
|---|---|---|
| hold buffers | 0 | 0 |
| setup endpoints to repair | 14 | 14 |
| pin swaps | 17 | 7 |
| gates resized | 82 | 4 |
| setup buffers | 9 | 0 |
Power and IR drop assume default switching activity.
